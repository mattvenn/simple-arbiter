--- flow/run.sh ---
#!/bin/bash
# OpenROAD 26Q1-2900-gdf79404cd8, Yosys 0.63+post, stock flow scripts
make -C /OpenROAD-flow-scripts/flow DESIGN_CONFIG=/design/flow/config.mk WORK_HOME=/design/flow/orfs finish
--- flow/design.v ---
`default_nettype none
module fifo #(
parameter DW = 8,   
parameter AW = 3)   
(
	input wire clk,
    input wire reset,
    input wire [DW-1: 0] wdata,  
    input wire we,
    output reg [DW-1: 0] rdata,  
    input wire re,
    output reg [AW-1: 0] records = 0,
    output wire overflow 
    );
    localparam NPOS = 2 ** AW;
    reg [AW-1: 0] rd_ptr = 0;
    reg [AW-1: 0] wr_ptr = 0;
    reg [DW-1: 0] bram [0: NPOS-1];
    assign overflow = (records >= NPOS-1);
    always @(posedge clk) begin
        if(reset) begin
            rd_ptr <= 0;
            wr_ptr <= 0;
            records <= 0;
        end else begin
          if(re) begin
              if(records > 0) begin
                  rd_ptr <= rd_ptr + 1;
                  records <= records - 1;
              end
          end
          if(we) begin
              if(records < NPOS - 1) begin
                  wr_ptr <= wr_ptr + 1;
                records <= records + 1;
              end
          end
        end
    end
    always @(posedge clk) begin
        if (!reset && re && (records > 0))
            rdata <= bram[rd_ptr];
    end
    always @(posedge clk) begin
        if (!reset && we && (records < NPOS - 1))
            bram[wr_ptr] <= wdata;
    end
endmodule
--- flow/constraint.sdc ---
current_design fifo

set clk_period 2.4
set clk_io_pct 0.2

create_clock -name clk0 -period $clk_period [get_ports {clk}]

set non_clock_inputs [all_inputs -no_clocks]
set_input_delay [expr $clk_period * $clk_io_pct] -clock clk0 $non_clock_inputs
set_output_delay [expr $clk_period * $clk_io_pct] -clock clk0 [all_outputs]
--- flow/config.mk ---
export PLATFORM = sky130hd
export DESIGN_NAME = fifo
export DESIGN_NICKNAME = fifo
export VERILOG_FILES = /design/flow/design.v
export SDC_FILE = /design/flow/constraint.sdc
export NUM_CORES = 4
export LEC_CHECK = 1
export CORE_UTILIZATION = 40
==> GITHUB_STEP_SUMMARY <==
## PnR job results

| Metric | Value |
|---|---|
| Clk_skew | `~0.0089 ns` |
| Die area | `0.00862 mm^2` |
| Yosys warns | `1` |
| XOR/XNOR Area Share | `0%` |
| Period utilization | `between 80% and 90%` |
| Largest net degree at the start of global routing | `19` |
| Seq/Total Area, Yosys | `70.9%` |
| Pwr per Cell Area | `roughly 700 mW/mm^2` |
| Largest area contributor in the netlist | `edfxtp_1` |
| Worst EP arrival | `1.64 ns` |
| Hold Path Class | `reg -> reg` |
| Reg2reg setup slack | `a little under 0.6 ns` |
| Final setup viols | `0` |
| Vias | `1664` |
| Yosys cell count | `around 180` |
| Vias in the first global route | `1745` |
| Comb area leader | `multiplexers` |
| Hold buffers post-CTS | `0` |
| Yosys stat chip area | `~0.0033 mm^2` |
| Clk latency late pin | `roughly 0.34 ns` |
| Psw | `0.576 mW` |
| Antenna violations before repair | `0` |
| Vias per cell | `~5.2` |
| Hold_ws | `~0.57 ns` |
| Worst EP required | `around 1.9 ns` |
| Headroom to the max-slew limit | `51.6%` |
| Comb power frac | `9.6%` |
| Htree depth | `3` |
| Fin Setup TNS | `0 ns` |
| Clock-pin slew on the worst setup and hold paths | `~0.07 ns` |
| Total clock sinks | `just over 80` |
| Worst-margin pin slew | `between 0.7 and 0.8 ns` |
| Fp util | `between 40% and 50%` |
| Minimum clock period | `roughly 2.1 ns` |
| Clock network power share | `between 30% and 40%` |
| Log Warnings | `27` |
| Top Layout Cells | `72 x edfxtp_1, 23 x clkdlybuf4s50_1, 13 x buf_4` |
| Drt wl/cell | `~18 um` |
| Fillers | `about 660` |
| # rows | `32` |
| First-pass GRT wire length | `around 9 mm` |
| Area leader share | `about two thirds` |
| Setup CP Type | `reg -> out` |
| Distinct lib cells used | `35` |
| Reg power frac | `57.3%` |
| # DRC | `0` |
| Fmax | `around 0.47 GHz` |
| Initial drt markers | `between 100 and 150` |
| Clock root buffer master | `clkbuf_8` |
| Die Width | `roughly 93 um` |
| Net Sw Frac | `between 20% and 30%` |
| Placer congestion estimate | `0.829` |
| CTS Buf Count | `9` |
| Reg area | `between 0.002 and 0.0025 mm^2` |
| Cells after Synth | `176` |
| Fin. Hold Viols | `0` |
| Crit start category | `flip-flop` |
| GRT Util Overall | `between 10% and 20%` |
| Logic area | `885 um^2` |
| Maximum clock path buffer count | `2` |
| Pint | `~2.2 mW` |
| Synthesized area | `0.00330 mm^2` |
| Post-synth mux share | `16.1%` |
| Die height | `between 90 and 100 um` |
| Max Slew Vio Count | `0` |
| Ao+oa area frac | `between 3 and 4%` |
| Antenna Diode Count | `0` |
| Leak | `about 1.3 nW` |
| Layout cells sized above 1 | `around a fifth` |
| Post-CTS Setup Inserts | `0` |
| Crit path max fanout | `7` |
| Synthesized area per cell | `roughly 19 um^2` |
| Core outline area | `approximately 0.008 mm^2` |
| IO buf count | `23` |
| Top cell excl fill/tap | `edfxtp_1` |
| GRT overflow | `0` |
| DR pass1 iterations | `4` |
| IO Pins | `24` |
| Post-CTS sizing | `0` |
| Dpl hpwl | `about 3.6 mm` |
| Final WL | `about 5.7 mm` |
| Max Cap Violations | `0` |
| Status | `complete, no violations` |
| Unrepaired setup endpoints after global routing | `no` |
| Top cells by area | `edfxtp_1 65%, mux4_1 6.4%, dfxtp_1 5.5%` |
| Routed Antenna Nets | `0` |
| Post-synthesis simple-gate area fraction | `under 10%` |
| Ys flops | `about 81` |
| Area grow syn2layout | `17.6%` |
| Post-synthesis adder-cell area fraction | `2.27%` |
| CTS tree | `done` |
| Peak supply drop | `between 0.4 and 0.5 mV` |
| Crit end category | `output port` |
synthesized netlist by cell type (all sizes together):
cell type	n
edfxtp	72
mux4	16
dfxtp	9
mux2	9
nor2	9
ha	6
a21oi	5
inv	5
nand3	5
buf	4
clkbuf	4
nand2	4
nor3	4
o21ai	4
nand2b	2
nand3b	2
nor2b	2
or3	2
a2111o	1
a211oi	1
a221oi	1
a31oi	1
and3	1
mux2i	1
nor4	1
nor4b	1
o221ai	1
o22ai	1
o31ai	1
or4	1
state kept, by name (all words and copies together) (netlist names):
name / cells
rd_ptr: 3
wr_ptr: 3
bram: 64
records: 3
rdata: 8
layout make-up:
cell class,instances,share of cell area (%)
Clock buffer,13,3.58
Clock inverter,3,1.10
Inverter,5,0.483
Multi-Input combinational cell,82,22.8
Sequential cell,81,60.3
Tap cell,102,3.29
Timing Repair Buffer,36,8.44
power by group through the flow:
stage	Sequential [mW]	Clock, mW	Combinational, mW
finish	1.59	0.920	0.267
global route	1.60	1.00	0.294
CTS	1.59	0.955	0.270
logic make-up after synthesis:
group,Yosys count
AND/OR/NAND/NOR,34
multiplexers,26
adder cells (fa/ha/maj),6
buffers and inverters,13
flip-flops,81
AND-OR/OR-AND,16
worst max-delay path, stage by stage, from the launching register on:
cell	delay, ns
dfxtp_1	0.44
nand3_1	0.26
nand2b_1	0.15
clkdlybuf4s50_1	0.46
metal layers:
layer	share of wire (%)	GRT usage (%)	wire, um
met2	47	22.9	2710
met1	44	24.9	2500
met4	0.44	1.54	25
met5	0	0	0
met3	8.6	7.02	490
path summary, 6_finish.rpt:
check,startpoint,to,cells after the start
max,records[2],overflow,3
min,wr_ptr[0],wr_ptr[0],2
max reg2reg,records[0],rdata[2],6
min reg2reg,wr_ptr[0],wr_ptr[0],2
metrics by stage:
step	power (mW)	util, %	area [um^2]	setup WS (ns)	cells
after floorplan	1.80	-	3300	0.189	176
after global placement	1.88	47.2	3700	0.352	306
after detailed placement	1.89	47.2	3700	0.317	306
after CTS	2.82	49.5	3880	0.247	322
after global routing	2.89	49.5	3880	0.151	322
final	2.78	49.5	3880	0.280	322
No activity file was given, so power comes from the tool's default toggle rates.
