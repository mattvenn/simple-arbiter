--- design.v ---
`default_nettype none
module arbiter
#(
    parameter       NUM_WRITERS = 2,
    parameter       DATA_W      = 8
)
(
    input                           i_clk,
    input                           i_reset,
    input [NUM_WRITERS*DATA_W-1:0]  i_data,      
    input [NUM_WRITERS-1:0]         i_req,       
    output reg [NUM_WRITERS-1:0]    o_busy,      
    output reg [DATA_W-1:0]         o_data,
    output reg                      o_we         
);
    initial begin
        o_busy = {NUM_WRITERS{1'b1}};
        next_access = 0;
    end
    reg [$clog2(NUM_WRITERS)-1:0] next_access = 0;
    integer i;
    always @(posedge i_clk) begin
        for(i=0;i<NUM_WRITERS;i=i+1)
            if(i_req[i] && !o_busy[i])
                o_data <= i_data[i*DATA_W +: DATA_W];
        o_we <= !(&o_busy);
    end
    always @(posedge i_clk) begin
        if(&o_busy) begin
            if(i_req) begin
                for(i=0;i<NUM_WRITERS;i=i+1)
                    if(i_req[i])
                        next_access = i;
                o_busy[next_access] <= 0;
            end
        end else
            o_busy <= {NUM_WRITERS{1'b1}};
    end
endmodule
--- run.sh ---
#!/bin/bash
# OpenROAD 26Q1-2900-gdf79404cd8, Yosys 0.63+post, stock flow scripts
make -C /OpenROAD-flow-scripts/flow DESIGN_CONFIG=/design/flow/config.mk WORK_HOME=/design/flow/orfs finish
--- config.mk ---
export PLATFORM = sky130hd
export DESIGN_NAME = arbiter
export DESIGN_NICKNAME = arbiter
export VERILOG_FILES = /design/flow/design.v
export SDC_FILE = /design/flow/constraint.sdc
export NUM_CORES = 4
export LEC_CHECK = 1
export CORE_AREA = 10 10 70 70
export DIE_AREA = 0 0 80 80
--- constraint.sdc ---
current_design arbiter

set clk_period 2.8
set clk_io_pct 0.2

create_clock -name clk0 -period $clk_period [get_ports {i_clk}]

set non_clock_inputs [all_inputs -no_clocks]
set_input_delay [expr $clk_period * $clk_io_pct] -clock clk0 $non_clock_inputs
set_output_delay [expr $clk_period * $clk_io_pct] -clock clk0 [all_outputs]
==> impl.org <==
* Implementation run

** STA
- RSZ-0062 raised after global routing :: no
- Adding up every negative setup slack in the final design gives 0 ps.
- Max-slew check failures listed in the final report amount to 0.
- Slew headroom :: 61.60%
- Slew @ Worst Pin :: 575.9 ps
- Clock Skew :: 6.134 ps
- Static timing analysis puts the maximum clock frequency at 0.5506 GHz.
- Subtracting the final worst setup slack from the clock period gives 1816 ps.
- The worst path uses 64.86% of the clock period.
- Final tally of setup violations :: 0
- Endpoints failing hold in the final report were tallied at 0.

** Placement
- Detailed Place HPWL :: 1028 um
- Count of port buffers added during placement :: 29
- Global placer's final weighted congestion :: 0.6530
- In this run, placement finished with an instance count of 101.

** Floorplan
- According to the floorplan report, the die height is 80 um.
- Standard-cell row count :: 21
- Chip Area :: 6400 um^2
- The region available for standard cell placement spans 3416 um^2.
- Top-level port count :: 31
- The floorplan step records an initial core utilization of 13.55%.
- Chip Width :: 80 um

** Global routing
- Entering global routing, the biggest net connects 10 pins.
- First-pass GRT wire length :: 1635 um
- After global routing the overflow that remains totals 0.
- Antenna violations before repair :: 0
- Via count of the first global-routing pass :: 380
- Summed over all routing layers, the global router reports a total usage of 3.357%.

** Clocking
- Post-CTS Setup Bufs :: 0
- Cts hold-fix bufs :: 0
- TritonCTS built the clock tree.
- Per the skew report, the later register of the worst-skew pair sees a clock latency of 260 ps.
- Clock tree synthesis selected as its root buffer the cell sky130_fd_sc_hd__clkbuf_4.
- The tree built by TritonCTS fans out to 11 sinks.
- Clock-pin slew on the worst setup and hold paths :: 70 ps
- In this run the number of H-tree levels came out at 1.
- Buffers from clock root to sink, at most :: 2
- Post-CTS repair ended up resizing 0 cells.
- The number of clock buffers added by TritonCTS is 3.

** Yosys
- After synthesis, the design contains 26 cells according to Yosys.
- Number of warnings issued by yosys :: 1
- Chip area estimate from yosys synthesis :: 462.9 um^2
- Sequential cell area fraction in the yosys report :: 64.86%
- Synth Register Bits :: 11
- Combined area of all synthesized cells :: 462.9 um^2
- Tally of unique sky130hd cells used after synthesis :: 10
- Instance count of the mapped netlist :: 26
- Syn Area/Cell :: 17.81 um^2

** Outcome
- The flow ran to the end, and the final reports show no timing, DRC or antenna violations.

** Worst setup path
- Looking at the critical path, the highest net fanout was 9.
- Worst setup path class :: input pin to register
- STA puts the critical path data arrival time at 1830 ps.
- Critical path startpoint :: i_req[1]
- FF-to-FF Start :: o_busy[1]
- FF-to-FF setup slack :: 1310 ps
- Data on the critical path is required at its endpoint by 2820 ps.
- STA shows the worst reg2reg path with a cell count of 3.
- Capturing element type of the critical path :: register
- The worst register-to-register path ends at o_data[3].
- Startpoint Class :: input pin
- Critical path capture point :: o_data[3]

** Cells and area
- Fin cells :: 105
- Fraction of final layout cells with drive strength greater than 1 :: 22.03%
- P&R area growth vs syn :: 80.00%
- The top cell types in the final layout, fill and taps aside, are sky130_fd_sc_hd__clkdlybuf4s50_1, sky130_fd_sc_hd__mux2_4, sky130_fd_sc_hd__edfxtp_1, sky130_fd_sc_hd__clkbuf_4, sky130_fd_sc_hd__dfxtp_1.
- Among logic cells in the layout, the one with the most instances is sky130_fd_sc_hd__clkdlybuf4s50_1.

** Hold path
- Hold analysis shows the worst path with a depth of 1.
- Type of the most critical hold path :: register to register

** Power and ir drop
- Per the OpenROAD power report, switching power amounts to 0.00006865 W.
- Part of the power in combinational logic :: 20.0%
- The clock network is responsible for 27.8% of the overall power.
- PwrDens :: 443.6 nW/um^2
- The power report lists cell-internal power as 0.0003010 W.
- The power report attributes to the sequential group a share of 52.2%.
- Maximum VDD drop :: 141.2 uV
- For this design the static power due to leakage is 0.3253 nW.
- In this run switching power makes up 18.57% of total power.

** Route
- For this run, the detailed router's first-pass iteration total came to 3.
- In the post-route report, total wirelength is listed as 1122 um.
- 0 antenna diodes ended up in the layout.
- Detail-routed via count per cell :: 3.057
- Total via count after detailed routing :: 321
- The count of nets left with antenna violations once routing finished came out at 0.
- TritonRoute output was used to compute an average wire per cell of 10.69 um.
- In the routed design, unresolved DRC markers number 0.
- Iter 0 DRT Violations :: 10

** Run
- The number of warnings reported in the stage logs is 26.
- Maximum capacitance violations :: 0
==> cells by family (layout without fill, tap and decap cells) <==
| family | count (synthesis) | in the layout | share of synthesized area [%] |
|---|---|---|---|
| AND-OR/OR-AND | 1 | 1 | 1.080 |
| flip-flops | 11 | 11 | 64.87 |
| multiplexers | 8 | 8 | 25.95 |
| buffers and inverters | 2 | 35 | 3.242 |
| AND/OR/NAND/NOR | 4 | 4 | 4.865 |
==> power groups by stage <==
| stage | Combinational (W) | Sequential (W) | Clock [W] |
|---|---|---|---|
| after CTS | 0.0000763 | 0.000193 | 0.000109 |
| after global routing | 0.0000796 | 0.000195 | 0.000120 |
| final | 0.0000738 | 0.000193 | 0.000103 |
==> Yosys cell counts (all sizes together) <==
| cell | instances | share of area [%] |
|---|---|---|
| buf | 1 | 2.4 |
| inv | 1 | 0.81 |
| edfxtp | 8 | 52 |
| nand3 | 1 | 1.1 |
| dfxtp | 3 | 13 |
| or3 | 1 | 1.6 |
| mux2 | 8 | 26 |
| nand2 | 1 | 0.81 |
| o21ai | 1 | 1.1 |
| nand2b | 1 | 1.4 |
==> routing by layer <==
layer | global-route usage [%] | wire, um | up-vias
met5 | 0 | 0 | -
li1 | - | - | 162
met3 | 2.159 | 119 | 0
met1 | 2.559 | 338 | 146
met4 | 0.1761 | 0 | 0
met2 | 6.902 | 663 | 13
==> through the flow <==
step | hold slack [ps] | power, W | area, um^2 | utilization (%) | worst slack, ps
3_5_place_dp | 411.1 | 0.0002733 | 807.0 | 23.63 | 678.0
3_3_place_gp | 400.2 | 0.0002721 | 807.0 | 23.63 | 705.4
2_1_floorplan | 376.0 | 0.0002201 | 462.9 | - | 1205
6_report | 426.0 | 0.0003697 | 833.3 | 24.40 | 983.9
4_1_cts | 427.2 | 0.0003788 | 833.3 | 24.40 | 960.6
5_1_grt | 460.8 | 0.0003940 | 833.3 | 24.40 | 873.5
==> critical path, cell delays in order <==
cell	delay (ps)
sky130_fd_sc_hd__clkdlybuf4s50_1	440
sky130_fd_sc_hd__nand2b_1	440
sky130_fd_sc_hd__o21ai_0	180
sky130_fd_sc_hd__buf_4	210
==> state kept, by name (all words and copies together) (netlist names) <==
| name | flops |
|---|---|
| o_we | 1 |
| o_data | 8 |
| o_busy | 2 |
==> worst min path at each step <==
stage                      from         to  slack, ps
after CTS             o_busy[1]  o_busy[1]        430
final                 o_busy[1]  o_busy[1]        430
after global routing  o_busy[1]  o_busy[1]        460
==> layout make-up <==
type                       instances  area [um^2]
clock buffer                       4        26.28
fill                             378         2582
inverter                           1        3.754
multi-input combinational         13        147.6
sequential                        11        300.3
tap                               46        57.56
timing repair buffer              30        297.8
Power and IR drop assume default switching activity.
