<file path="/design/flow/design.v">
`default_nettype none
module writer
#(
    parameter       COUNTER_MAX = 5,
    parameter       DATA_W      = 8
)
(
    input               i_clk,
    input               i_reset,
    input               i_busy,
    output reg          o_req,
    output reg [DATA_W-1:0]    o_data
);
    localparam STATE_START  = 0;
    localparam STATE_RUN    = 1;
    localparam STATE_REQ    = 2;
    localparam STATE_END    = 3;
    reg [$clog2(STATE_END)-1:0] state = STATE_RUN;
    reg [$clog2(COUNTER_MAX)-1:0] counter = 0;
    always @(posedge i_clk) begin
        if(i_reset) begin
            state <= STATE_START;
            counter <= 0;
            o_req <= 0;
        end else case(state)
            STATE_START: begin
                counter <= 0;
                o_req <= 0;
                state <= STATE_RUN;
            end
            STATE_RUN: begin
                counter <= counter + 1;
                if(counter == COUNTER_MAX - 1)
                    state <= STATE_REQ;
            end
            STATE_REQ: begin
                o_req <= 1;
                o_data <= counter;
                if(i_busy == 0) begin
                    state <= STATE_START;
                    o_req <= 0;
                end
            end
        endcase
    end    
endmodule
</file>
<file path="/design/flow/constraint.sdc">
current_design writer

set clk_period 2.8
set clk_io_pct 0.2

create_clock -name clk0 -period $clk_period [get_ports {i_clk}]

set non_clock_inputs [all_inputs -no_clocks]
set_input_delay [expr $clk_period * $clk_io_pct] -clock clk0 $non_clock_inputs
set_output_delay [expr $clk_period * $clk_io_pct] -clock clk0 [all_outputs]
</file>
<file path="/design/flow/run.sh">
#!/bin/bash
# OpenROAD 26Q1-2900-gdf79404cd8, Yosys 0.63+post, stock flow scripts
make -C /OpenROAD-flow-scripts/flow DESIGN_CONFIG=/design/flow/config.mk WORK_HOME=/design/flow/orfs finish
</file>
<file path="/design/flow/config.mk">
export PLATFORM = sky130hd
export DESIGN_NAME = writer
export DESIGN_NICKNAME = writer
export VERILOG_FILES = /design/flow/design.v
export SDC_FILE = /design/flow/constraint.sdc
export NUM_CORES = 4
export LEC_CHECK = 1
export CORE_AREA = 10 10 70 70
export DIE_AREA = 0 0 80 80
</file>
==> out/metrics.yaml <==
synth:
  simple_gate_share_pct: 9.87
  adder_share_pct: 15.6
  mux_area_share_pct: 0
  avgSynthCellArea_um2: 10.2
  ys.flops: 9
  compound_area_share_pct: 15.6
  synth_area_um2: 482
  synthCells: 47
  ys_cells: 47
  ys_area_um2: 482
  synth.distinct_cells: 17
  yosys_warnings: 1
  yosysTopAreaCell: "dfxtp_1"
  ys_seq_share_pct: 43.6
  synthDominantCellAreaShare_pct: 24.9
  area_leaders: "dfxtp_1 (25%), edfxtp_1 (19%), ha_1 (16%)"
  top_logic_kind: "AND-OR/OR-AND gates"
  xor_share_pct: 1.82
drt:
  dr.pass1.iters: 4
  wirelength_um: 784
  postRouteAntennaNets: 0
  wire_per_inst_um: 7.76
  via_count: 310
  drt-initial-drc-count: 8
  viasPerCell: 3.07
  insertedDiodeCount: 0
  drc: 0
clock_network:
  path_clk_slew_ps: 60
  cts-htree-levels: 1
  cts_buffers: 3
  cts_resized: 0
  hold_buffers: 0
  clock_path_buffers: 2
  cts_tree: "built"
  postCtsSetupBuffers: 0
  clock_latency_ps: 260
  cts_sinks: 9
  cts_root_buf: "clkbuf_4"
final_timing:
  skew_ps: 4.68
  hold_slack_ps: 505
  hold_viol_final: 0
  rsz0062_at_grt: "false"
  fin_crit_sh_pct: 57.6
  setup_viol: 0
  fin_setup_tns_ps: 0
  maxSlewViolCount: 0
  fmax_ghz: 0.620
  min_period_ps: 1610
job:
  tool_warnings: 29
  maxCapViolations: 0
hold_path:
  hold_path_class: "reg2reg"
floorplan:
  die_w_um: 80
  fp_util_pct: 14.1
  num_io_pins: 12
  fp.dieArea_mm2: 0.00640
  fp-row-count: 21
  core_area_mm2: 0.00342
  die_h_um: 80
cells_and_area:
  area_delta_synth_final_pct: 24.2
  nFillCells: 388
  drive_above_1_share_pct: 7.27
power_and_ir_drop:
  power_density_mw_per_mm2: 732
  p_leak_nw: 0.233
  ir_drop_mv: 0.320
setup_path:
  cpPeakStageDelay_ps: 470
  start_kind: "flip-flop"
  worstPathCellList: "clkdlybuf4s50_1"
  worstSetupEndpointType: "primary output"
  reg2reg_slack_ps: 1390
  crit_family: "buffers and inverters"
  cp.arrival_ps: 1050
  worstSetupPathType: "reg2out"
  critPathRequiredTime_ps: 2240
  critPathMaxFanout: 2
  cp_slowest_cell: "clkdlybuf4s50_1"
  crit_buf_inv: 1
outcome:
  outcome: "complete, no violations"
global_routing:
  grt_antenna_before_repair: 0
  grt_max_degree: 9
  overflow: 0
  grt_pass1_vias: 325
  grt_use_total_pct: 2.47
  grt_pass1_wl_um: 1290
place:
  gp_congestion: 0.838
  hpwl_um: 623
  numPortBuffers: 6
-- cell families (layout without fill, tap and decap cells) --
| logic type | after synthesis | after routing |
|---|---|---|
| AOI/OAI and AO/OA | 10 | 10 |
| xor gates and xnor gates | 1 | 1 |
| adders and majority gates | 6 | 6 |
| buffers and inverters | 11 | 15 |
| DFF | 9 | 9 |
| other | 1 | 5 |
| and+or+nand+nor | 9 | 9 |
-- sequential cells by signal, summed over array words and instances, names as in the netlist --
name and count:
state 2, o_data 3, o_req 1, counter 3
-- per-layer routing --
metal  share of wire (%)  wire [um]  track usage, %
met5                   0          0               0
met4                   0          0           0.176
met3                  11         88            2.16
met2                  30        232            2.57
met1                  59        464            3.66
-- area by class of cell --
cell class,instances,area [um2],area share (%)
clock buffer,4,26.3,4.39
inverter,5,18.8,3.14
multi-input combinational,31,225,37.7
sequential,9,210,35.1
tap,46,57.6,9.62
timing repair buffer,6,60.1,10.0
-- power breakdown --
part | switching, mW | total, mW | internal (mW)
sequential | 0.0219 | 0.184 | 0.162
combinational | 0.0839 | 0.157 | 0.0727
clock | 0.0420 | 0.0967 | 0.0547
-- placed cells by master, fill, tap and decap left out, drive strengths merged --
cell	instances
a211oi	1
a21bo	1
a21oi	6
a22oi	1
a311oi	1
clkbuf	4
clkdlybuf4s50	6
conb	5
dfxtp	6
edfxtp	3
ha	6
inv	5
nor2	5
nor2b	1
nor3b	3
xor2	1
-- final timing paths --
check / depth (start not counted) / to / start
max: 1 / o_req / o_req
min: 0 / o_data[0] / counter[0]
max reg2reg: 5 / state[0] / state[1]
min reg2reg: 0 / o_data[0] / counter[0]
-- Yosys cell counts --
master    n
a211oi_1  1
a21bo_1   1
a21oi_1   5
a21oi_4   1
a22oi_1   1
a311oi_1  1
buf_4     5
clkbuf_2  1
conb_1    1
dfxtp_1   6
edfxtp_1  3
ha_1      6
inv_1     5
nor2_1    5
nor2b_1   1
nor3b_1   3
xor2_1    1
-- stage by stage --
stage	power (mW)	utilization [%]	area, um2	setup slack [ps]	std cells
4_1_cts	0.444	17.5	598	1160	101
6_report	0.438	17.5	598	1190	101
3_5_place_dp	0.343	16.7	572	1110	97
3_3_place_gp	0.340	16.7	572	1140	97
2_1_floorplan	0.306	-	497	1520	51
5_1_grt	0.477	17.5	598	1130	101
No activity file was given, so power comes from the tool's default toggle rates.
